==> flow/design.v <==
module ir_servo_controller (
    input wire clk,
    input wire [2:0] ir_in,
    output wire [2:0] servo_out
);
    genvar i;
    generate
        for (i = 0; i < 3; i = i + 1) begin : servo_gen
            servo_channel u_servo (
                .clk(clk),
                .trigger(ir_in[i]),
                .pwm_signal(servo_out[i])
            );
        end
    endgenerate
endmodule
module servo_channel (
    input wire clk,
    input wire trigger,
    output reg pwm_signal
);
    parameter CLK_FREQ = 50000000;
    parameter PWM_PERIOD_TICKS = 1000000; 
    parameter PULSE_0_DEG = 50000;
    parameter PULSE_90_DEG = 75000;
    reg [19:0] counter = 0;
    reg [19:0] current_pulse_width;
    wire obstacle_detected = (trigger == 1'b0); 
    always @(posedge clk) begin
        if (obstacle_detected) 
            current_pulse_width <= PULSE_90_DEG;
        else 
            current_pulse_width <= PULSE_0_DEG;
        if (counter < PWM_PERIOD_TICKS - 1)
            counter <= counter + 1;
        else
            counter <= 0;
        if (counter < current_pulse_width)
            pwm_signal <= 1'b1;
        else
            pwm_signal <= 1'b0;
    end
endmodule
==> flow/run.sh <==
#!/bin/bash
# OpenROAD 26Q1-2900-gdf79404cd8, Yosys 0.63+post, stock flow scripts
make -C /OpenROAD-flow-scripts/flow DESIGN_CONFIG=/design/flow/config.mk WORK_HOME=/design/flow/orfs finish
==> flow/config.mk <==
export PLATFORM = sky130hd
export DESIGN_NAME = ir_servo_controller
export DESIGN_NICKNAME = ir_servo_controller
export VERILOG_FILES = /design/flow/design.v
export SDC_FILE = /design/flow/constraint.sdc
export NUM_CORES = 4
export LEC_CHECK = 1
export CORE_UTILIZATION = 50
==> flow/constraint.sdc <==
current_design ir_servo_controller

set clk_period 2.6
set clk_io_pct 0.2

create_clock -name clk0 -period $clk_period [get_ports {clk}]

set non_clock_inputs [all_inputs -no_clocks]
set_input_delay [expr $clk_period * $clk_io_pct] -clock clk0 $non_clock_inputs
set_output_delay [expr $clk_period * $clk_io_pct] -clock clk0 [all_outputs]
==> commit_impl_results.txt <==
Add synthesis and place-and-route results

* Highest fanout seen on the critical path: 12
- The power report lists cell-internal power as 1596 uW.
- For reference, the most critical setup path is categorized as register to register.
- Setup_tns: 0 ns
* Comb pwr share: 0.018
- Total power per unit cell area: around 520 nW/um^2
- Leakage power figure: 0.001580 uW
- In this run the number of H-tree levels came out at 3.
- The share of total power dissipated in the clock network is 0.449.
* Share of the core filled by cells before placement: 0.5154
- Looking at the hold checks, the worst path lands on servo_gen[0].u_servo.counter[0]$_SDFF_PP0_.
- By instance count after routing, the leading logic cell types are 69 x dfxtp_1, 64 x nor2_1, 31 x nand2_1.
* Average wire length per cell after detail routing: 12.01 um
- The power report puts the net switching power at 397.6 uW.
- In the final report, the number of pins over their slew limit comes to 0.
- The first global-routing pass estimated 10.63 mm of wire.
* Tool warning count: 25
- In this run the most critical hold path is launched from servo_gen[0].u_servo.counter[0]$_SDFF_PP0_.
* Worst slew margin: 0.6217
* Post-route antenna net violation count: 0
- Cell-by-cell trace of the critical path: ha_1 -> nand2_1 -> nor2_1 -> o41ai_1 -> a31oi_2 -> buf_4 -> nor2_1
* Worst-skew pair later-pin latency: 0.33 ns
- Number of hold violations in the final report: 0
* Run status: completed
* Clock root buffer: clkbuf_8
* Vias in the first global route: 2401
- Die Height: 85.45 um
- Number of antenna violations at the first check in global routing: 0
- Switching share of power: 0.1994
- The report puts the cell count of the worst reg-to-reg path at 7.
- The tool flagged a number of max-cap violations equal to 0.
* Final instance area: ~3800 sq um
- The flow measured a signed area growth from synthesis to layout of 9.666%.
- Area fraction of the dominant cell type after synthesis: 0.3967
- The last timing report of the flow puts the setup violation total at 0.
- The launch point of the worst register-to-register path is recorded as servo_gen[2].u_servo.counter[0]$_SDFF_PP0_.
- YS chip area: 3482 sq um
* Share of the yosys chip area belonging to registers: 0.3967
- The capture point of the worst register-to-register path is recorded as servo_gen[2].u_servo.counter[19]$_SDFF_PP0_.
- For the finished layout, the period the worst path requires is 1.896 ns.
* Remaining routing DRC violations: 0
- Number of hold buffers added after CTS: 0
* Largest incremental delay on the critical path: 0.43 ns
- In this run, CTS created clock tree buffers numbering 9.
- For reference, the clock transition at the flip-flops on the worst setup and hold paths is 0.07 ns.
- Count of buffering cells on the critical path with inverters included: 1
- After detailed routing, the total wire length is 5.911 mm.
- The final timing summary puts the cycle share of the worst path at 0.7291.
* Ratio of cells with drive above 1 in the final layout: 0.07524
- The floorplan has 30 rows.
* Top area cells in the synthesized netlist: dfxtp_1 40%, ha_1 11%, nor2_1 6.9%
* Worst-case register-to-register setup slack: 0.70 ns
* Cell Area, Synth: 3482 sq um
- Global Route Usage Sum: 0.1844
- Inserted Diodes: 0
- Skew final: ~0.0074 ns
- Detailed placement reports a standard cell area of 3607 sq um.
- Final core utilization: 0.5652
- Highest clock rate: 527.5 MHz
- Looking at the critical path, the single cell with the biggest stage delay is a31oi_2.
- Yosys cell count: 396
- Category of cells accounting for the largest share of critical-path delay: AND-OR/OR-AND gates
* Cell depth of the worst min-delay path: 1
* Detailed-routing iteration count for the pre-antenna-repair pass: 4
- Maximum resistive drop on vdd: 0.3384 mV
- Unrepaired setup endpoints after global routing: false
- Per the post-synthesis stats, the area per cell is slightly below 9 sq um.
- Endpoint class of the critical path: register
- In this run the standard cell core region covers 6756 sq um.
- Warning count from the yosys run: 1
* Horizontal die dimension: 85.45 um
* Number of vias after detailed routing: 2577
* Post CTS Setup Buffer Count: 0
- The data required time reported for the critical path is 2.82 ns.
- Per the placement log, port buffering inserted 6 buffers.
* Arrival time worst endpoint: 2.11 ns
- CTS Buffer Depth: 2
* Die footprint: approximately 7300 sq um
- Kind of start point of the critical path: register
* Post-cts gate resize count: 0
- Least-Margin Pin Slew: 0.5628 ns
- The final weighted congestion recorded by global placement is 0.8085.
- Via count normalized by instance count: 5.238
- The most common logic cell in the final layout is dfxtp_1.
* Seq pwr share: 0.533
- Entering global routing, the biggest net connects 19 pins.
- Ys flop type: dfxtp_1
* Async set-reset flop share out of synthesis: 0
- Per the post-synthesis report, the number of cells in the design is 396.
- CTS sink count: 69
* Critical Path Most Common Cell: nor2_1
- Post-synthesis register bit count: 69
- Counting flops with a built-in enable in the synthesized netlist gives 0.
* Class of the tightest hold or removal check: register to register
- TritonCTS built the clock tree.
- Per the GRT congestion report, total overflow comes to 0.
- In this run, distinct cell masters in the synthesized netlist total 40.
- Cell type with the largest total area: dfxtp_1
* Final HPWL DP: 4.335 mm
- I/O pin count: 7
- For this block, the initial DRC count from the detailed router was 62.
worst register-to-register path, stage by stage, from the launching register on:
cell,delay [ns]
dfxtp_1,0.41
ha_1,0.24
nand2_1,0.10
nor2_1,0.17
o41ai_1,0.10
a31oi_2,0.43
buf_4,0.27
nor2_1,0.06
per-stage QoR:
step                      std cells  hold slack, ns  setup slack (ns)  total power [uW]
final                           492          0.4409            0.7044              1994
after CTS                       492          0.4434            0.7127              2027
after floorplan                 396          0.4132            0.8073              1111
after global routing            492          0.4871            0.5107              2079
after global placement          476          0.4253            0.6836              1122
after detailed placement        476          0.4328            0.7217              1123
layer usage:
layer,share of wire,GRT usage
met5,0,0
met4,0.0054,0.01667
met2,0.44,0.2931
met1,0.53,0.2820
met3,0.022,0.03751
cells by family after synthesis:
family / after synthesis / share of synthesized area
AND-OR/OR-AND: 35 / 0.07079
XOR/XNOR: 52 / 0.1308
adder cells (fa/ha/maj): 30 / 0.1078
buffers and inverters: 29 / 0.04024
flip-flops: 69 / 0.3967
AND/OR/NAND/NOR: 181 / 0.2537
power by group through the flow:
stage	logic (uW)	registers, uW	clock network (uW)
finish	35.5	1060	895
CTS	35.9	1060	928
global route	41.9	1060	974
layout make-up:
type | instances | area, sq um
sequential | 69 | 1381
clock inverter | 3 | 42.54
fill | 608 | 2938
tap | 80 | 100.1
multi-input combinational | 298 | 1961
inverter | 18 | 67.56
timing repair buffer | 11 | 97.59
clock buffer | 13 | 168.9
cell usage after synthesis, types with 7 or more instances:
cell	number
xor2_1	25
ha_1	30
dfxtp_1	69
nand2_1	31
and3_1	9
xnor2_1	27
nor2_1	64
nand4_1	10
a21oi_1	7
nor3_1	11
nor4_1	8
inv_1	18
nand3_1	30
flip-flops by register name, summed over array words and instances (netlist names):
register	flops
servo_gen.u_servo.pwm_signal	3
servo_gen.u_servo.counter	60
servo_gen.u_servo.current_pulse_width	6
how the worst max path moves through the flow:
stage / from / endpoint / slack, ns / cells after the start
finish: servo_gen[2].u_servo.counter[0]$_SDFF_PP0_ / servo_gen[2].u_servo.counter[19]$_SDFF_PP0_ / 0.70 / 7
global route: servo_gen[0].u_servo.counter[0]$_SDFF_PP0_ / servo_gen[0].u_servo.counter[12]$_SDFF_PP0_ / 0.51 / 7
CTS: servo_gen[2].u_servo.counter[0]$_SDFF_PP0_ / servo_gen[2].u_servo.counter[2]$_SDFF_PP0_ / 0.71 / 7
No activity file was given, so power comes from the tool's default toggle rates.
